### flow/design.v
`timescale 1ns / 1ps
module abs_complex #(
    DATA_WIDTH = 16
)(
    input clk_data,
    input rst,
    input data_in_valid,
    input [DATA_WIDTH - 1: 0] data_in_real,
    input [DATA_WIDTH - 1: 0] data_in_imag,
    output [DATA_WIDTH - 1: 0] data_out,
    output data_out_valid
    );
    reg [DATA_WIDTH - 1: 0] abs_data_in_real;
    reg [DATA_WIDTH - 1: 0] abs_data_in_imag;
    reg [DATA_WIDTH - 1: 0] max_abs_real_imag;
    reg [DATA_WIDTH - 1: 0] min_abs_real_imag;
    reg [DATA_WIDTH - 1: 0] result;
    reg [3: 0] data_in_valid_dly;
    always @(posedge clk_data) begin
        if (rst) begin
            abs_data_in_real <= 'd0;
        end
        else if (data_in_valid) begin
            if (data_in_real[DATA_WIDTH - 1]) begin
                abs_data_in_real <= ~data_in_real + 1;
            end
            else begin
                abs_data_in_real <= data_in_real;
            end
        end
    end
    always @(posedge clk_data) begin
        if (rst) begin
            abs_data_in_imag <= 'd0;
        end
        else if (data_in_valid) begin
            if (data_in_imag[DATA_WIDTH - 1]) begin
                abs_data_in_imag <= ~data_in_imag + 1;
            end
            else begin
                abs_data_in_imag <= data_in_imag;
            end
        end
    end    
    always @(posedge clk_data) begin
        if (rst) begin
            max_abs_real_imag <= 'd0;
            min_abs_real_imag <= 'd0;
        end
        else begin
            if (data_in_valid) begin
                if (abs_data_in_real >= abs_data_in_imag) begin
                    max_abs_real_imag <= abs_data_in_real;
                    min_abs_real_imag <= abs_data_in_imag;
                end
                else begin
                    max_abs_real_imag <= abs_data_in_imag;
                    min_abs_real_imag <= abs_data_in_real;
                end
            end
        end
    end
    always @(posedge clk_data) begin
        if (rst) begin
            result <= 'd0;
        end
        else if (data_in_valid) begin
            result <= max_abs_real_imag[DATA_WIDTH - 2: 0] + (min_abs_real_imag[DATA_WIDTH - 2: 0] >> 1);
        end
    end
    assign data_out = result;
    always @(posedge clk_data) begin
        if (rst) begin
            data_in_valid_dly <= 'd0;
        end
        else begin
            data_in_valid_dly <= {data_in_valid_dly[2: 0], data_in_valid};
        end
    end
    assign data_out_valid = data_in_valid_dly[3];
endmodule
### flow/run.sh
#!/bin/bash
# OpenROAD 26Q1-2900-gdf79404cd8, Yosys 0.63+post, stock flow scripts
make -C /OpenROAD-flow-scripts/flow DESIGN_CONFIG=/design/flow/config.mk WORK_HOME=/design/flow/orfs finish
### flow/config.mk
export PLATFORM = sky130hd
export DESIGN_NAME = abs_complex
export DESIGN_NICKNAME = abs_complex
export VERILOG_FILES = /design/flow/design.v
export SDC_FILE = /design/flow/constraint.sdc
export NUM_CORES = 4
export LEC_CHECK = 1
export CORE_UTILIZATION = 50
### flow/constraint.sdc
current_design abs_complex

set clk_period 7.1
set clk_io_pct 0.2

create_clock -name clk0 -period $clk_period [get_ports {clk_data}]

set non_clock_inputs [all_inputs -no_clocks]
set_input_delay [expr $clk_period * $clk_io_pct] -clock clk0 $non_clock_inputs
set_output_delay [expr $clk_period * $clk_io_pct] -clock clk0 [all_outputs]
==> flow_summary.json <==
{
  "outcome": "finished, final reports clean",
  "whs_ps": 446,
  "die_y_um": 99.1,
  "grt_setup_unrepaired": "no",
  "ys_types": 56,
  "cts_num_sinks": 81,
  "edf_count": 0,
  "ys_warn_count": 1,
  "slowest_stage": "nor4_2",
  "antenna_found_initial": 0,
  "io_pins": 52,
  "warnings": 26,
  "period_minus_slack_ps": 2950,
  "vias_per_cell": 5.33,
  "netlist_instances": 558,
  "port_buffers": 51,
  "routed_wl_um": 9360,
  "dpl_cell_area_um2": 5250,
  "finalCritPeriodShare_pct": 41.6,
  "core_region_area_um2": 9200,
  "die_x_um": 99.1,
  "place_congestion": 0.836,
  "power_mw": 1.22,
  "ctsHtreeMaxLevel": 3,
  "top_area_cell": "dfxtp_1",
  "cp.required_ps": 7360,
  "p_leak_nw": 2.28,
  "ctsHoldBuffers": 0,
  "post_drt_wl_per_cell_um": 13.2,
  "final-hold-violation-count": 0,
  "max_freq_ghz": 0.339,
  "peakVddDrop_uv": 161,
  "drc_errors": 0,
  "yosysTopAreaCellShare_pct": 34.4,
  "n_fill_cell": 844,
  "root_buffer": "clkbuf_8",
  "final_cells": 711,
  "ys_cells": 558,
  "drt-met1-wl_um": 4910,
  "n_antenna_cell": 0,
  "dr_wl_met2_um": 3980,
  "final_antenna_net_count": 0,
  "cts_resized": 0,
  "fp_util_pct": 51.2,
  "tightest_slew_ps": 717,
  "cts_buffer_depth": 2,
  "power_density_nw_per_um2": 222,
  "placedCellCount": 695,
  "fin_skew_ps": 10.1,
  "top_cells_by_area": "dfxtp_1 (34%), ha_1 (8.5%), mux2i_1 (8.5%), nor2_1 (5.7%), xor2_1 (5.0%)",
  "overflow": 0,
  "hp-class": "flop to flop",
  "grt_pass1_vias": 3499,
  "setup_tns_ps": 0,
  "start_kind": "input port",
  "stdcell_area_um2": 5480,
  "max_cap_viol_count": 0,
  "place.detailed.hpwl_um": 6760,
  "reg2reg_from": "abs_data_in_real[0]",
  "finalSetupViolations": 0,
  "path_clk_slew_ps": 90,
  "slew_headroom_pct": 52.2,
  "grt_max_degree": 67,
  "cp_cell_sequence": "clkdlybuf4s50_1, nor4_2, nand2_1, o41ai_1, xor2_1, a211oi_1",
  "multiInputGateArea_um2": 2850,
  "min-delay-start": "data_in_valid_dly[2]",
  "ys_chip_area_um2": 4710,
  "top_layer": "met4",
  "cp-end-kind": "flop",
  "grt_pass1_wl_um": 16200,
  "synth_seq_share_pct": 34.4,
  "worst_path_largest_cell_delay_ps": 510,
  "drive_gt1_share_pct": 6.17,
  "crit_type": "input port to flop",
  "netlist_area_um2": 4710,
  "syn_area_per_cell_um2": 8.44,
  "yosys_most_used_dff": "dfxtp_1",
  "cp.arrival_ps": 3210,
  "num_vias": 3790,
  "drtPass1Iterations": 4,
  "cts_tree": "yes",
  "worstSkewPairLatency_ps": 350,
  "cts-buffers-inserted": 9,
  "startpoint": "data_in_real[4]",
  "common_cells": "dfxtp_1 (81), nor2_1 (72), nand2_1 (54)",
  "area_growth_syn_to_layout_pct": 16.3,
  "synth_flops": 81,
  "drtIter0Drc": 146,
  "drv_slew": 0,
  "dr_wl_met3_um": 336,
  "top_cell": "dfxtp_1",
  "groute.usage.overall_pct": 20.7,
  "synthArstFlopShare_pct": 0,
  "seqCellArea_um2": 1620,
  "postCtsSetupBuffers": 0,
  "dieArea_um2": 9810,
  "path_max_fanout": 4,
  "rows": 35
}
[kinds of logic (layout without fill, tap and decap cells)]
| logic type | Yosys count | count (layout) | share of synthesized area, % |
|---|---|---|---|
| XOR/XNOR | 35 | 35 | 6.51 |
| flip-flops | 81 | 81 | 34.4 |
| adder cells (fa/ha/maj) | 33 | 33 | 8.92 |
| AND-OR/OR-AND | 107 | 107 | 16.1 |
| AND/OR/NAND/NOR | 204 | 204 | 20.3 |
| buffers and inverters | 58 | 100 | 5.29 |
| multiplexers | 40 | 40 | 8.50 |
[flip-flops by register name, indices dropped and copies added (netlist names)]
| name | flops |
|---|---|
| min_abs_real_imag | 14 |
| abs_data_in_real | 16 |
| result | 16 |
| data_in_valid_dly | 4 |
| abs_data_in_imag | 16 |
| max_abs_real_imag | 15 |
[metal layers]
metal / track usage [%] / vias to the layer above
li1: - / 2026
met1: 32.8 / 1671
met2: 32.1 / 80
met3: 2.16 / 13
met4: 2.94 / 0
met5: 0 / -
[cell usage in the layout (no fill, tap or decap), types with 3 or more instances in the layout]
cell / count
o31ai_1: 8
nor3_1: 30
ha_1: 32
nor4_1: 3
a21o_1: 5
nor2_1: 72
clkdlybuf4s50_1: 49
nand2b_1: 17
a211oi_1: 21
o21ai_1: 7
clkbuf_8: 10
a21oi_1: 17
xnor2_1: 8
dfxtp_1: 81
buf_4: 5
nand2_1: 54
or4_1: 3
nor4_2: 3
xor2_1: 27
inv_1: 29
mux2i_1: 40
o21bai_1: 3
o41ai_1: 3
nand3_1: 6
nand3b_1: 3
clkinvlp_4: 3
o21ai_0: 22
nor2b_1: 4
[report_power, final]
part	internal, mW	switching, mW
Sequential	0.498	0.0244
Clock	0.208	0.170
Combinational	0.152	0.165
Total	0.857	0.359
[final cells by class]
| type | instances | area share (%) |
|---|---|---|
| Inverter | 29 | 1.99 |
| Timing Repair Buffer | 55 | 9.73 |
| Clock inverter | 6 | 1.67 |
| Tap cell | 111 | 2.53 |
| Clock buffer | 10 | 2.51 |
| Sequential cell | 81 | 29.6 |
| Multi-Input combinational cell | 419 | 52.0 |
[worst max-delay path: cells and delay by family]
family | cells | cell delay [ps]
AND-OR/OR-AND | 2 | 580
XOR/XNOR | 1 | 110
AND/OR/NAND/NOR | 2 | 630
buffers and inverters | 1 | 480
[final timing paths]
kind / slack [ps] / depth (start not counted) / to
max reg2reg: 4680 / 9 / max_abs_real_imag[4]
min: 450 / 1 / data_in_valid_dly[3]
min reg2reg: 450 / 1 / data_in_valid_dly[3]
max: 4150 / 6 / abs_data_in_real[9]
[per-stage QoR]
| step | worst slack [ps] | util [%] |
|---|---|---|
| after floorplan | 4520 | - |
| after global placement | 3830 | 57.1 |
| after detailed placement | 3790 | 57.1 |
| after CTS | 4150 | 59.6 |
| after global routing | 4040 | 59.6 |
| final | 4150 | 59.6 |
