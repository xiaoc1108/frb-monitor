--- flow/config.mk ---
export PLATFORM = sky130hd
export DESIGN_NAME = trigger
export DESIGN_NICKNAME = trigger
export VERILOG_FILES = /design/flow/design.v
export SDC_FILE = /design/flow/constraint.sdc
export NUM_CORES = 4
export LEC_CHECK = 1
export CORE_UTILIZATION = 40
--- flow/run.sh ---
#!/bin/bash
# OpenROAD 26Q1-2900-gdf79404cd8, Yosys 0.63+post, stock flow scripts
make -C /OpenROAD-flow-scripts/flow DESIGN_CONFIG=/design/flow/config.mk WORK_HOME=/design/flow/orfs finish
--- flow/constraint.sdc ---
current_design trigger

set clk_period 3.3
set clk_io_pct 0.2

create_clock -name clk0 -period $clk_period [get_ports {clk_data}]
create_clock -name clk1 -period $clk_period [get_ports {clk_reg}]

set non_clock_inputs [all_inputs -no_clocks]
set_input_delay [expr $clk_period * $clk_io_pct] -clock clk0 $non_clock_inputs
set_output_delay [expr $clk_period * $clk_io_pct] -clock clk0 [all_outputs]
--- flow/design.v ---
`timescale 1ns / 1ps
module trigger #(
    DATA_WIDTH = 22,
    CMD_WIDTH = 32    
)(
    input clk_data,
    input clk_reg,
    input rst,
    input [DATA_WIDTH - 1: 0] data_in,
    input data_in_valid,
    input [CMD_WIDTH - 1: 0] cmd_threshold,
    output trigger
    );
    reg [DATA_WIDTH - 1: 0] r_cmd_threshold;
    reg [DATA_WIDTH - 1: 0] r1_cmd_threshold;
    reg [DATA_WIDTH - 1: 0] r2_cmd_threshold;
    (* mark_debug = "true" *) reg [DATA_WIDTH - 1: 0] threshold;
    reg trigger_flag1;
    reg trigger_flag2;
    always @(posedge clk_reg) begin
        if (rst) begin
            r_cmd_threshold <= 'd0;
        end
        else begin
            r_cmd_threshold <= cmd_threshold;
        end
    end
    always @(posedge clk_data) begin
        if (rst) begin
            r1_cmd_threshold <= 'd0;
            r2_cmd_threshold <= 'd0;
            threshold <= 'd0;
        end
        else begin
            r1_cmd_threshold <= r_cmd_threshold;
            r2_cmd_threshold <= r1_cmd_threshold;
            threshold <= r2_cmd_threshold;
        end    
    end
    always @(posedge clk_data) begin
        if (rst) begin
            trigger_flag1 <= 'd0;
        end  
        else if (data_in_valid) begin
            trigger_flag1 <= (data_in >= threshold);
        end
    end
    always @(posedge clk_data) begin
        if (rst) begin
            trigger_flag2 <= 'd0;
        end
        else if (data_in_valid) begin
            trigger_flag2 <= trigger_flag1;
        end
    end
    assign trigger = trigger_flag1 &~ trigger_flag2;    
endmodule
==> results.sh <==
# source this file to load flow results
export IMPL_stdcell_area_mm2=0.003747
export IMPL_synthTopCellsByArea="dfxtp_1, nor2b_1, ha_1"
export IMPL_cp_required_ns=3.51
export IMPL_ys_ff=90
export IMPL_cp_top_family="AND-OR/OR-AND gates"
export IMPL_nFillCells=683
export IMPL_synthCells=268
export IMPL_reg2reg_to="trigger_flag1"
export IMPL_drive_gt1_share_pct=6.462
export IMPL_diodes=0
export IMPL_critPathBufInv=2
export IMPL_holdCritPathClass="flip-flop to flip-flop"
export IMPL_lay_top_count="dfxtp_1"
export IMPL_min_to="r1_cmd_threshold[15]"
export IMPL_worstSetupStartpointType="input pin"
export IMPL_fin_util_pct=51.94
export IMPL_cts_hold_buf=0
export IMPL_p_leak_uw=0.001462
export IMPL_first_pass_iters=4
export IMPL_grt_pass1_vias=1397
export IMPL_peakVddDrop_mv=0.2706
export IMPL_drt_initial_drc_count=15
export IMPL_drv_slew=0
export IMPL_syn_cell_area_mm2=0.002965
export IMPL_clk_pin_slew_worst_paths_ns=0.07
export IMPL_worst_pin_slew_ns=0.5582
export IMPL_cts_tree="yes"
export IMPL_num_rows=31
export IMPL_holdWs_ns=0.3523
export IMPL_synth_distinct_cells=22
export IMPL_warning_count=36
export IMPL_place_hpwl_mm=2.347
export IMPL_criticalPathCategory="input pin to flip-flop"
export IMPL_cp_cell_sequence="clkdlybuf4s50_1, inv_1, ha_1, nand2b_1, a21oi_1, o221ai_1, a211oi_1, o22ai_1"
export IMPL_power_density_mw_per_mm2=547.1
export IMPL_antenna_left=0
export IMPL_slew_limit_headroom_pct=62.79
export IMPL_lay_top_cells="dfxtp_1, nor2b_1, clkdlybuf4s50_1"
export IMPL_r2r_start="threshold[20]"
export IMPL_area_growth_pct=26.37
export IMPL_setup_viol=0
export IMPL_setup_tns_final_ns=0
export IMPL_grt_start_max_net_pins=63
export IMPL_die_h_um=88.10
export IMPL_initial_utilization_pct=41.10
export IMPL_die_x_um=88.10
export IMPL_crit_fanout=1
export IMPL_grt_pass1_wl_mm=5.644
export IMPL_hold_viol_final=0
export IMPL_synth_stat_cells=268
export IMPL_drc=0
export IMPL_wirelength_mm=3.410
export IMPL_ys_warn_count=1
export IMPL_finalWeightedCongestion=0.7351
export IMPL_num_vias=1610
export IMPL_arrival_ns=2.23
export IMPL_slowest_stage="clkdlybuf4s50_1"
export IMPL_cts_setup_buffers=0
export IMPL_cap_violations=0
export IMPL_synth_avg_cell_area_um2=11.06
export IMPL_grt_usage_pct=9.495
export IMPL_dpl_cell_area_mm2=0.003515
export IMPL_regToRegSetupSlack_ns=1.78
export IMPL_worstRegToRegCells=6
export IMPL_endpoint_kind="flip-flop"
export IMPL_rsz0062_at_grt="no"
export IMPL_status="complete, no violations"
export IMPL_antenna_found_initial=0
export IMPL_cts_resized=0
export IMPL_seq_area_frac_synth_pct=60.76
export IMPL_hold_depth=1
export IMPL_critPathLaunch="data_in[0]"
export IMPL_clock_sinks=90
export IMPL_wire_per_inst_um=8.042
export IMPL_io_pins=59
export IMPL_yosys_stat_area_mm2=0.002965
export IMPL_cp_slowest_stage_delay_ns=0.45
export IMPL_overflow=0
export IMPL_synth_top_area_share_pct=60.76
export IMPL_finalPower_uw=2050
export IMPL_synth_area_leader_cell="dfxtp_1"
export IMPL_die_area_mm2=0.007762
export IMPL_core_mm2=0.007214
export IMPL_portBuffers=47
export IMPL_vias_per_cell=3.797
export IMPL_fin_skew_ns=0.005553
export IMPL_hp_start="r_cmd_threshold[15]"
[metrics by stage]
stage | setup slack (ns) | std cells
after global routing | 1.179 | 424
after CTS | 1.240 | 424
final | 1.276 | 424
after global placement | 0.8780 | 405
after detailed placement | 0.8862 | 405
after floorplan | 1.548 | 268
[worst max-delay path by stage]
stage	end	depth (start not counted)	slack, ns
6_report	trigger_flag1	8	1.28
5_1_grt	trigger_flag1	8	1.18
4_1_cts	trigger_flag1	8	1.24
[state kept, by name (all words and copies together), names as in the netlist]
signal / cells
trigger_flag1: 1
r_cmd_threshold: 22
r2_cmd_threshold: 22
threshold: 22
trigger_flag2: 1
r1_cmd_threshold: 22
[worst register-to-register path, stage by stage (launching register included)]
cell	delay, ns
dfxtp_1	0.31
inv_1	0.04
ha_1	0.30
a21oi_1	0.15
nand2_1	0.06
a2111oi_0	0.43
o22ai_1	0.12
[cells in the mapped netlist]
master     instances
a21oi_1            8
nand3_1            3
a21o_1             1
inv_1             23
or3_1              1
buf_2              2
a2111oi_0          1
buf_6              1
mux2i_1            1
nor2b_1           89
o21ai_0            1
o22ai_1            1
ha_1              22
dfxtp_1           90
nand2_1            3
nand2b_1           1
clkbuf_1           7
o21bai_1           1
o221ai_1           1
nand4_1            5
nor2_1             3
a211oi_1           3
[layer usage]
| metal | part of all wire [%] | track usage, % |
|---|---|---|
| met5 | 0 | 0 |
| met4 | 3.1 | 3.372 |
| met3 | 8.0 | 3.435 |
| met2 | 38 | 13.67 |
| met1 | 51 | 13.74 |
[cells by family after synthesis]
family / synth area share, %
adders and majority gates: 9.283
DFF: 60.76
AOI/OAI and AO/OA: 3.587
muxes: 0.3376
and+or+nand+nor: 21.52
buffers and inverters: 4.515
[final cells by class]
type | instances | area, um2 | area share (%)
clock buffer | 12 | 165.2 | 4.407
timing repair buffer | 48 | 473.0 | 12.62
clock inverter | 7 | 67.56 | 1.803
multi-input combinational | 145 | 1030 | 27.48
tap | 99 | 123.9 | 3.306
sequential | 90 | 1802 | 48.08
inverter | 23 | 86.33 | 2.304
[power breakdown]
part,internal [uW],switching [uW],total (uW)
sequential,1120,7.04,1130
clock,425,357,782
combinational,88.4,49.1,137
