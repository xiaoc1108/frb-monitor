--- design/flow/run.sh ---
#!/bin/bash
# OpenROAD 26Q1-2900-gdf79404cd8, Yosys 0.63+post, stock flow scripts
make -C /OpenROAD-flow-scripts/flow DESIGN_CONFIG=/design/flow/config.mk WORK_HOME=/design/flow/orfs finish
--- design/flow/config.mk ---
export PLATFORM = sky130hd
export DESIGN_NAME = sync_pulse
export DESIGN_NICKNAME = sync_pulse
export VERILOG_FILES = /design/flow/design.v
export SDC_FILE = /design/flow/constraint.sdc
export NUM_CORES = 4
export LEC_CHECK = 1
export CORE_AREA = 10 10 70 70
export DIE_AREA = 0 0 80 80
--- design/flow/constraint.sdc ---
current_design sync_pulse

set clk_period 1.2
set clk_io_pct 0.2

create_clock -name clk0 -period $clk_period [get_ports {clka}]
create_clock -name clk1 -period $clk_period [get_ports {clkb}]

set non_clock_inputs [all_inputs -no_clocks]
set_input_delay [expr $clk_period * $clk_io_pct] -clock clk0 $non_clock_inputs
set_output_delay [expr $clk_period * $clk_io_pct] -clock clk0 [all_outputs]
--- design/flow/design.v ---
module sync_pulse
(
    input   clka,
    input   clkb,
    input   rst,
    input   pulse_ina,      
    output  pulse_outb     
);
reg         signal_a;
reg         signal_a_r1;
reg         signal_a_r2;
reg         signal_b;
reg         signal_b_r1;
always @(posedge clka)begin
    if(rst)begin
        signal_a <= 1'b0;
    end
    else if(pulse_ina) begin        
        signal_a <= 1'b1;          
    end
    else if(signal_a_r2) begin      
        signal_a <= 1'b0;          
    end
end
always @(posedge clkb)begin
    if(rst)begin
        signal_b    <= 1'b0;
        signal_b_r1 <= 1'b0;
    end
    else begin
        signal_b    <= signal_a;
        signal_b_r1 <= signal_b;
    end
end
always @(posedge clka)begin
    if(rst)begin
        signal_a_r1 <= 1'b0;
        signal_a_r2 <= 1'b0;
    end
    else begin
        signal_a_r1 <= signal_b_r1;
        signal_a_r2 <= signal_a_r1;
    end
end
assign pulse_outb = ~signal_b_r1 & signal_b;
endmodule
==> impl_metrics.yaml <==
# implementation run metrics
finish:
  syn2layout_area_growth_pct: 85.7
  fin_util_pct: 8.57
  lay_top_cells: "6 x clkbuf_4, 5 x nor2b_1, 5 x dfxtp_1"
  lay_top_count: "clkbuf_4"
  drive_gt1_share_pct: 34.8
route:
  ant_nets: 0
  dr.pass1.iters: 1
  vias: 125
  diodes: 0
  routed_via_density: 1.81
  drt-total-wl_um: 383
  drc_errors: 0
  first_iter_violations: 0
  wl_per_cell_um: 5.55
worst_setup_path:
  cp.required_ns: 0.96
  cp-start-kind: "flop"
  r2r_cells: 2
  rrSetupSlack_ns: 0.61
  cp.arrival_ns: 0.86
  crit_path_end_kind: "primary output"
  cp_max_fo: 2
  crit_type: "reg2out"
  rr_startpoint: "signal_a_r2"
  regToRegEndpoint: "signal_a"
pwr:
  p_leak_uw: 0.000108
  power.density_nw_per_um2: 1800
  max-vdd-ir-drop_mv: 0.267
yosys:
  ys_cells: 13
  yosys_area_um2: 158
  synth-warning-count: 1
  postSynthSeqShare_pct: 63.5
  syn_area_um2: 158
  syn_inst: 13
  numSynthFlops: 5
  ys_types: 5
  syn_avg_cell_area_um2: 12.1
run:
  drv_cap: 0
  warning_count: 26
die:
  rows: 21
  die-area_um2: 6400
  fp.dieH_um: 80
  initCoreUtil_pct: 4.62
  ios: 5
  die_x_um: 80
  coreArea_um2: 3420
final_timing:
  drv_slew: 0
  relSlewSlack_pct: 87.2
  rsz0062_at_grt: "false"
  worstMarginPinSlew_ns: 0.191
  hold_viol: 0
  final-setup-viol-count: 0
  finalWorstSetupSlack_ns: 0.0966
  fin_skew_ns: 0.000557
  finalSetupTns_ns: 0
global_route:
  grt_pass1_wl_um: 641
  antenna_found_initial: 0
  grt_pass1_vias: 144
  grtUsageTotal_pct: 1.60
  grt_max_degree: 6
  grt_remaining_overflow: 0
place:
  portBuffers: 3
  place_congestion: 0.651
  place_ws_ns: 0.0707
worst_hold_path:
  holdCritStartpoint: "signal_a_r1"
  min_to: "signal_a_r2"
  whs_path_depth: 1
  hp-class: "reg2reg"
run_status:
  status: "finished, final reports clean"
clock_network:
  clk_pin_slew_ns: 0.04
  hold_buffers: 0
  post_cts_buffers: 0
  cts.sinks: 5
  cts_tree: "yes"
routing by layer:
| metal | up-vias | global-route usage (%) | share of wire, % |
|---|---|---|---|
| met4 | 0 | 1.06 | 5.7 |
| li1 | 58 | - | - |
| met2 | 14 | 1.12 | 23 |
| met1 | 50 | 1.00 | 32 |
| met5 | - | 0 | 0 |
| met3 | 3 | 3.86 | 39 |
registers in the layout, indices dropped and copies added, names as in the netlist:
signal,cells
signal_b,1
signal_a_r2,1
signal_b_r1,1
signal_a,1
signal_a_r1,1
how the worst max path moves through the flow:
stage	from	endpoint	slack (ns)
after CTS	signal_b	pulse_outb	0.08
after global routing	signal_b	pulse_outb	0.02
final	signal_b	pulse_outb	0.1
power by group:
group	switching (µW)	internal (µW)
Sequential	3.39	174
Clock	94.2	235
Combinational	7.12	14.4
layout make-up:
type / count / area [µm²]
fill: 402 / 3120
sequential: 5 / 100
tap: 46 / 57.6
multi-input combinational: 7 / 53.8
clock buffer: 7 / 48.8
timing repair buffer: 3 / 28.8
inverter: 1 / 3.75
cell usage after synthesis:
library cell  number  area (µm²)
dfxtp_1            5         100
nor2b_1            5        31.3
a21oi_2            1        8.76
inv_1              1        3.75
nand2b_4           1        13.8
stage by stage:
stage | cells | total power (µW) | hold WS (ns) | instance area, µm²
finish | 69 | 528 | 0.454 | 293
global route | 69 | 586 | 0.479 | 293
detailed placement | 62 | 203 | 0.445 | 245
global placement | 62 | 201 | 0.435 | 245
CTS | 69 | 547 | 0.455 | 293
floorplan | 13 | 189 | 0.302 | 158
repair_timing:
| item | CTS | global route |
|---|---|---|
| setup endpoints to repair | 1 | 0 |
| hold endpoints to repair | 0 | 0 |
| resized | 1 | 0 |
worst max-delay path, cell delays in order (launching register included):
cell	delay (ns)
dfxtp_1	0.29
nor2b_1	0.11
dlygate4sd2_1	0.24
logic make-up after synthesis:
kind of cell	synth area share, %
simple gates	28.6
flops	63.5
compound gates	5.56
buf+inv	2.38
Power and IR drop assume default switching activity.
