[/design/flow/run.sh]
#!/bin/bash
# OpenROAD 26Q1-2900-gdf79404cd8, Yosys 0.63+post, stock flow scripts
make -C /OpenROAD-flow-scripts/flow DESIGN_CONFIG=/design/flow/config.mk WORK_HOME=/design/flow/orfs finish
[/design/flow/config.mk]
export PLATFORM = sky130hd
export DESIGN_NAME = channel_integration
export DESIGN_NICKNAME = channel_integration
export VERILOG_FILES = /design/flow/design.v
export SDC_FILE = /design/flow/constraint.sdc
export NUM_CORES = 4
export LEC_CHECK = 1
export CORE_UTILIZATION = 40
[/design/flow/constraint.sdc]
current_design channel_integration

set clk_period 83.9
set clk_io_pct 0.2

create_clock -name clk0 -period $clk_period [get_ports {clk_data}]

set non_clock_inputs [all_inputs -no_clocks]
set_input_delay [expr $clk_period * $clk_io_pct] -clock clk0 $non_clock_inputs
set_output_delay [expr $clk_period * $clk_io_pct] -clock clk0 [all_outputs]
[/design/flow/design.v]
`timescale 1ns / 1ps
module channel_integration # (
    DATA_WIDTH = 16,
    NOF_CHANNEL = 128    
)
(
    input clk_data,
    input rst,
    input [DATA_WIDTH * NOF_CHANNEL / 2 - 1: 0] data_in,
    input data_in_valid,
    output [DATA_WIDTH + 5: 0] data_out,
    output data_out_valid
    );
    integer i;
    reg data_in_valid_r;
    reg [DATA_WIDTH - 1: 0] data_in_r [0: NOF_CHANNEL / 2 - 1];
    reg [DATA_WIDTH: 0] add_s0 [0: NOF_CHANNEL / 4 - 1];
    reg [DATA_WIDTH + 1: 0] add_s1 [0: NOF_CHANNEL / 8 - 1];
    reg [DATA_WIDTH + 2: 0] add_s2 [0: NOF_CHANNEL / 16 - 1];
    reg [DATA_WIDTH + 3: 0] add_s3 [0: NOF_CHANNEL / 32 - 1];
    reg [DATA_WIDTH + 4: 0] add_s4 [0: NOF_CHANNEL / 64 - 1];
    reg [DATA_WIDTH + 5: 0] add_s5;
    always @(posedge clk_data) begin
        if (rst) begin
            data_in_valid_r <= 'd0;
        end
        else begin
            data_in_valid_r <= data_in_valid;
        end
    end
    always @(posedge clk_data) begin
        if (rst) begin
            for (i = 0; i <= NOF_CHANNEL / 2 - 1; i = i + 1) begin
                data_in_r[i] <= 'd0;
            end
        end
        else if (data_in_valid) begin
            for (i = 0; i <= NOF_CHANNEL / 2 - 1; i = i + 1) begin
                data_in_r[i] <= data_in[i * DATA_WIDTH +: DATA_WIDTH];
            end
        end
    end
    always @(posedge clk_data) begin
        if (rst) begin
            for (i = 0; i <= NOF_CHANNEL / 4 - 1; i = i + 1) begin
                add_s0[i] <= 'd0;
            end            
        end
        else if (data_in_valid_r) begin
            for (i = 0; i <= NOF_CHANNEL / 4 - 1; i = i + 1) begin
                add_s0[i] <= data_in_r[2 * i] + data_in_r[2 * i + 1];
            end           
        end
    end    
    always @(posedge clk_data) begin
        if (rst) begin
            for (i = 0; i <= NOF_CHANNEL / 8 - 1; i = i + 1) begin
                add_s1[i] <= 'd0;
            end
        end
        else if (data_in_valid_r) begin
            for (i = 0; i <= NOF_CHANNEL / 8 - 1; i = i + 1) begin
                add_s1[i] <= add_s0[2 * i] + add_s0[2 * i + 1];
            end     
        end    
    end    
    always @(posedge clk_data) begin
        if (rst) begin
            for (i = 0; i <= NOF_CHANNEL / 16 - 1; i = i + 1) begin
                add_s2[i] <= 'd0;
            end
        end
        else if (data_in_valid_r) begin
            for (i = 0; i <= NOF_CHANNEL / 16 - 1; i = i + 1) begin
                add_s2[i] <= add_s1[2 * i] + add_s1[2 * i + 1];
            end
        end
    end
    always @(posedge clk_data) begin
        if (rst) begin
            for (i = 0; i <= NOF_CHANNEL / 32 - 1; i = i + 1) begin
                add_s3[i] <= 'd0;
            end
        end
        else if (data_in_valid_r) begin
            for (i = 0; i <= NOF_CHANNEL / 32 - 1; i = i + 1) begin
                add_s3[i] <= add_s2[2 * i] + add_s2[2 * i + 1];
            end
        end
    end
    always @(posedge clk_data) begin
        if (rst) begin
            for (i = 0; i <= NOF_CHANNEL / 64 - 1; i = i + 1) begin
                add_s4[i] <= 'd0;
            end
        end
        else if (data_in_valid_r) begin
            for (i = 0; i <= NOF_CHANNEL / 64 - 1; i = i + 1) begin
                add_s4[i] <= add_s3[2 * i] + add_s3[2 * i + 1];
            end
        end
    end    
    always @(posedge clk_data) begin
        if (rst) begin
            add_s5 <= 'd0;
        end
        else if (data_in_valid_r) begin
            add_s5 <= add_s4[0] + add_s4[1];
        end
    end        
    assign data_out = add_s5;
    assign data_out_valid = data_in_valid_r;
endmodule
==> Slide: Implementation Results <==
Implementation Results

Worst setup path
  – Crit path max fanout: 105
  – Slowest library cell on the worst path: sky130_fd_sc_hd__buf_4
  – R2r endpoint: add_s1[4][17]
  – Reg-to-reg critical path startpoint: data_in_valid_r
  – Reg-to-reg setup timing slack: 79.80 ns
  – Worst EP required: 84.67 ns
  – Critical path endpoint category: flip-flop
  – Critical Path Most Common Cell: sky130_fd_sc_hd__buf_4
  – Worst Path Arrival: 21.94 ns
  – Category of the most critical setup path: input pin to flip-flop
  – Worst R2R Path Depth: 6
  – Crit start category: input pin
  – Sequence of cells on the critical path: buf_16 -> buf_4 -> buf_4 -> buf_4 -> buf_4 -> buf_4 -> buf_12 -> mux2i_1 -> nor2_1
  – Delay of the slowest cell on the worst path: 0.72 ns

Placement
  – Port Buffers: 1049
  – Dpl hpwl: 239 mm
  – Weighted congestion at the end of routability-driven global placement: 0.896
  – Placed insts: 17.5k
  – Total placed instance area: 131000 um^2

Detailed routing
  – Number of vias per cell after detailed routing: 5.16
  – WL final: 324 mm
  – DRC Markers: 0
  – Detailed-route wire length per cell: 18.0 um
  – Post-route ant nets: 0
  – Number of detailed-routing iterations run before antenna repair: 6
  – Number of DRC violations after detailed-routing iteration 0: 4779
  – Via total after detailed routing: 92.7k

Synth
  – Predominant post-synthesis flop cell: sky130_fd_sc_hd__dfxtp_1
  – Count of unique library cells instantiated by Yosys: 92
  – Synth Area per Inst: 8.97 um^2
  – Count of state elements after synthesis: 2153
  – Synthesized area: 117000 um^2
  – Largest type area fraction: 36.9%
  – Most numerous cell in the Yosys netlist: sky130_fd_sc_hd__nor2_1
  – Most numerous cell types in the synthesized netlist: sky130_fd_sc_hd__nor2_1, sky130_fd_sc_hd__dfxtp_1, sky130_fd_sc_hd__mux2i_1
  – Cell types occupying the most area after synthesis: sky130_fd_sc_hd__dfxtp_1, sky130_fd_sc_hd__mux2i_1, sky130_fd_sc_hd__ha_1
  – Chip Area, Yosys: 117000 um^2
  – Number of warnings issued by yosys: 7
  – Post-synthesis async set-or-reset flop share: 0%
  – Cells in synth_stat.txt: 13.0k
  – Proportion of synthesized chip area in sequential cells: 36.9%
  – Post-synth EDFFs: 0
  – Number of standard cells after synthesis: 13.0k
  – Cell accounting for the most synthesized area: sky130_fd_sc_hd__dfxtp_1

Global routing
  – Overall track demand over capacity in global routing: 22.1%
  – Vias in the first global route: 88.7k
  – Total global routing overflow: 0
  – First-pass GRT wire length: 502 mm
  – Antenna violations before repair: 8
  – Pin count of the biggest net entering global routing: 151

Timing
  – Normalized max-slew margin: 40.5%
  – Fmax: 47.2 MHz
  – Clock tree skew after final layout: 0.0669 ns
  – Setup total negative slack: 0 ns
  – Count of final setup violators: 0
  – Final Cycle Share: 25.2%
  – Final tally of max-slew violations: 0
  – Period minus WS final: 21.17 ns
  – Final hold viol count: 0
  – Setup repair after global routing missed its margin: false
  – Actual transition at the worst max-transition pin: 0.870 ns

CTS
  – Clock tree root buffer cell: sky130_fd_sc_hd__clkbuf_16
  – CTS sink count: 2153
  – Depth of the CTS H-tree: 4
  – Clock Pin Slew Worst Setup and Hold Paths: 0.06 ns
  – TritonCTS clock tree: done
  – Count of hold-fix buffers inserted at cts: 0
  – Number of buffers added for setup after CTS: 0
  – Buffer depth of the longest clock path: 4
  – CTS-repair resized insts: 0
  – Later-pin clock latency in the skew report: 0.93 ns
  – Num CTS Buffers: 245

Run status
  – Result of the run: finished clean

Hold path
  – Type of the worst min-delay path: flip-flop to flip-flop
  – Startpoint of the worst hold path: add_s0[13][15]
  – Count of cells along the worst hold path: 2
  – Worst Hold End: add_s0[13][15]

Power and ir drop
  – Leakage power of the design: 0.0611 uW
  – Peak supply drop: 0.0000209 V
  – Pwr dens: 18.7 nW/um^2
  – Total power consumption of the routed design: 2610 uW

Floorplanning
  – Die width: 543 um
  – I/O pin total: 1050
  – Chip Height: 543 um
  – Core utilization at floorplan: 40.2%
  – Area inside the core boundary: 291000 um^2
  – Row count: 198
  – Area of the chip: 294000 um^2

Flow run
  – Number of maximum-capacitance violations: 0
  – OpenROAD warning count: 36

Layout
  – Final cell count without fillers: 18.0k
  – Final Instance Area: 140000 um^2
  – Area growth from synthesis to layout: 19.4%
  – Fraction of final layout cells with drive strength greater than 1: 4.38%
final cells by class:
| class | count | area [um^2] |
|---|---|---|
| antenna | 4 | 10.0 |
| inverter | 234 | 888 |
| clock inverter | 103 | 1410 |
| timing repair buffer | 1139 | 11300 |
| fill | 27163 | 151000 |
| sequential | 2153 | 43100 |
| tap | 3900 | 4880 |
| clock buffer | 346 | 7080 |
| multi-input combinational | 10107 | 70900 |
placed cells by master (no fill, tap or decap), drive strengths merged, types with 19 or more instances in the layout:
master,count
or3,144
a22o,27
nor2,2176
nor3,314
a211oi,195
o31a,22
nand4,34
o21ai,731
a2111oi,96
a21oi,792
a31oi,52
and3,68
nand2,782
nand3b,33
o31ai,28
fa,63
nand4b,23
nand3,149
clkinv,58
xor2,286
xnor2,451
buf,92
inv,239
ha,1065
o21bai,102
o211ai,95
a211o,43
dfxtp,2153
mux2i,1407
a21o,225
bufinv,29
o22ai,33
clkbuf,346
and2,19
nor2b,106
clkdlybuf4s50,1047
o21a,183
o41ai,45
nand2b,87
power breakdown:
group / switching, uW / internal (uW)
Clock: 454 / 676
Sequential: 39.2 / 1080
Combinational: 193 / 171
worst max-delay path by stage:
stage,from,endpoint,slack (ns),depth (start not counted)
finish,data_in_valid,data_in_r[52][8],62.73,9
global route,data_in_valid,data_in_r[53][8],62.55,9
CTS,data_in_valid,data_in_r[52][8],62.93,9
metal layers:
layer | track usage [%] | share of wire, % | wire [um] | vias up
li1 | - | - | - | 48222
met1 | 33.1 | 48 | 156000 | 42421
met2 | 34.0 | 44 | 142000 | 1724
met3 | 4.10 | 5.5 | 17700 | 373
met4 | 4.56 | 2.4 | 7640 | 6
met5 | 0 | 0.011 | 36 | -
metrics by stage:
stage / setup WS (ns) / utilization, % / hold slack, ns
global placement: 61.91 / 45.1 / 0.440
finish: 62.73 / 48.0 / 0.451
floorplan: 65.51 / - / 0.401
CTS: 62.93 / 48.0 / 0.456
detailed placement: 61.91 / 45.1 / 0.447
global route: 62.55 / 48.0 / 0.472
sequential cells by signal, indices dropped and copies added, names as in the netlist:
register / flops
add_s2: 152
add_s3: 80
add_s0: 544
data_in_r: 1024
data_in_valid_r: 1
add_s5: 22
add_s1: 288
add_s4: 42
kinds of logic (layout without fill, tap and decap cells):
logic type	Yosys count	after routing	share of synthesized area, %
AND-OR/OR-AND	2835	2835	15.8
XOR/XNOR	737	737	5.52
adder cells (fa/ha/maj)	1128	1128	12.5
buffers and inverters	773	1822	2.52
flip-flops	2153	2153	36.9
multiplexers	1410	1410	12.1
other	0	4	0
AND/OR/NAND/NOR	3997	3997	14.7
worst max-delay path, delay by kind of cell:
kind / cells / cell delay, ns
buffers and inverters: 7 / 4.47
muxes: 1 / 0.28
and+or+nand+nor: 1 / 0.05
Power and IR drop assume default switching activity.
